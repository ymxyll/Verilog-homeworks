## run.sh

```bash
#!/bin/bash
# OpenROAD 26Q1-2900-gdf79404cd8, Yosys 0.63+post, stock flow scripts
make -C /OpenROAD-flow-scripts/flow DESIGN_CONFIG=/design/flow/config.mk WORK_HOME=/design/flow/orfs finish
```

## config.mk

```make
export PLATFORM = sky130hd
export DESIGN_NAME = debounce
export DESIGN_NICKNAME = debounce
export VERILOG_FILES = /design/flow/design.v
export SDC_FILE = /design/flow/constraint.sdc
export NUM_CORES = 4
export LEC_CHECK = 1
export CORE_AREA = 10 10 70 70
export DIE_AREA = 0 0 80 80
```

## constraint.sdc

```tcl
current_design debounce

set clk_period 3.3
set clk_io_pct 0.2

create_clock -name clk0 -period $clk_period [get_ports {clk}]

set non_clock_inputs [all_inputs -no_clocks]
set_input_delay [expr $clk_period * $clk_io_pct] -clock clk0 $non_clock_inputs
set_output_delay [expr $clk_period * $clk_io_pct] -clock clk0 [all_outputs]
```

## design.v

```verilog
module debounce(clk,btn,btn_o);
	input clk,btn;
	output reg btn_o;
	reg [6:0] debns_cnt;
always @(posedge clk)
begin
    if(!btn)
        debns_cnt <= 7'd0;
    else
    begin
        if(debns_cnt==7'd80)
            debns_cnt <= 7'd80;
        else
            debns_cnt <= debns_cnt + 7'b0000001;
    end
    if(debns_cnt==7'd30)
        btn_o <= 1'b1;
    else
        btn_o <= 1'b0;
end
endmodule
```

==> impl_metrics.json <==
{
  "status": "finished clean",
  "syn2layout_area_growth_pct": 28.9,
  "syn_area_per_cell_um2": 9.63,
  "ctsResizeCount": 0,
  "cp_max_fo": 1,
  "rsz0062_at_grt": "no",
  "place_area_um2": 424,
  "hold_viol": 0,
  "synth_cell_types": 16,
  "ys_dominant_reg_cell": "dfxtp_1",
  "fin_ws_ns": 1.62,
  "warnings": 27,
  "ys.flops": 8,
  "ys_seq_share_pct": 46.2,
  "ys_warn_count": 1,
  "rr_worst_depth": 5,
  "hp-class": "flip-flop to flip-flop",
  "critPathTopFamily": "buffers and inverters",
  "synthArstFlopShare_pct": 0,
  "cp.arrival_ns": 1.02,
  "slew_headroom_pct": 64.3,
  "chip_area_mm2": 0.00640,
  "reg2reg_from": "debns_cnt[0]",
  "syn_area_um2": 347,
  "drc_errors": 0,
  "fmax_ghz": 0.595,
  "clk_path_buf_depth": 2,
  "h-tree-depth": 1,
  "slew_violations": 0,
  "period_used_pct": 51.0,
  "rows": 21,
  "grt_pass1_vias": 228,
  "dpl.hpwl_um": 413,
  "diodes": 0,
  "grt_max_degree": 6,
  "drt_iter0_drc": 17,
  "viasPerCell": 2.83,
  "edf_count": 0,
  "period_minus_slack_ns": 1.68,
  "floorplan.core_util_pct": 10.1,
  "fillCellCount": 395,
  "clk_latency_ns": 0.25,
  "simple_gate_area_share_pct": 23.5,
  "regArea_um2": 160,
  "clkSinkCount": 8,
  "holdBufCountCts": 0,
  "cap_violations": 0,
  "fin_setup_tns_ns": 0,
  "synthAdderAreaFrac_pct": 10.8,
  "vias": 246,
  "postCtsSetupBuffers": 0,
  "grt.total_usage_pct": 1.79,
  "p_leak_nw": 0.148,
  "setup_viol": 0,
  "die_y_um": 80,
  "wl_um": 551,
  "yosysChipArea_um2": 347,
  "grt-ovfl-total": 0,
  "numCtsBuffers": 3,
  "tritoncts": "yes",
  "vdd_drop_max_mv": 0.0839,
  "pre_cts_ws_ns": 1.78,
  "tightest_slew_ns": 0.532,
  "yosys-stat-cells": 36,
  "synth.area.mux_share_pct": 0,
  "core_region_area_mm2": 0.00342,
  "startpoint": "btn_o",
  "crit_buf_inv": 1,
  "r2r_end": "debns_cnt[2]",
  "firstDrtPassIters": 2,
  "final_layout_size_suffix_gt1_share_pct": 9.76,
  "grt_pass1_wl_um": 910,
  "io_pins": 3,
  "critPathLaunchType": "flip-flop",
  "top_logic_kind": "simple AND/OR/NAND/NOR gates",
  "skew_ns": 0.00485,
  "crit_path_top_delay_cell": "clkdlybuf4s50_1",
  "power_density_mw_per_mm2": 426,
  "worstSetupEndpoint": "btn_o",
  "io_buffers": 2,
  "ys_sh_xor_pct": 7.58,
  "cts_root_buf": "clkbuf_4",
  "cp_cell_sequence": "clkdlybuf4s50_1",
  "antenna_found_initial": 0,
  "combGateArea_um2": 175,
  "critPathKind": "flip-flop to output pin",
  "required_ns": 2.64,
  "r2r_setup_slack_ns": 1.93,
  "die_w_um": 80,
  "wl_per_cell_um": 6.33,
  "clk_pin_slew_worst_paths_ns": 0.06,
  "design_area_um2": 447,
  "end_kind": "output pin",
  "synth_cells": 36,
  "gp_congestion": 0.721,
  "critical_path.max_stage_delay_ns": 0.46,
  "compound_area_share_pct": 8.66,
  "antenna_left": 0,
  "critical_path_depth": 1
}
==> synth_stat cells (all sizes together) (2+ instances only) <==
cell type / n / share of area, %
or3: 2 / 3.6
and2: 2 / 3.6
ha: 3 / 11
nand2: 2 / 2.2
inv: 3 / 3.2
nor2: 3 / 3.2
dfxtp: 8 / 46
xnor2: 3 / 7.6
nand3: 3 / 5.8
o21ai: 2 / 2.9
==> layer usage <==
layer / wire length, µm / global-route usage, %
met5: 0 / 0
met1: 285 / 1.95
met4: 0 / 0.528
met2: 207 / 2.25
met3: 58 / 1.93
==> where the power goes <==
part	total, mW	switching, mW	internal, mW
Sequential	0.104	0.00403	0.0998
Combinational	0.0112	0.00553	0.00563
Clock	0.0754	0.0337	0.0417
==> final cells by class <==
type                    count  share of cell area [%]
multi-input cells          25                    39.2
flip-flops and latches      8                    35.9
well taps                  46                    12.9
clock buffers               3                    5.04
repair buffers              2                    4.48
inverters                   3                    2.52
==> how the worst min path moves through the flow <==
stage / from / to / slack [ns] / depth (start not counted)
after global routing: debns_cnt[6] / btn_o / 0.51 / 1
final: debns_cnt[6] / btn_o / 0.47 / 1
after CTS: debns_cnt[6] / btn_o / 0.46 / 1
==> kinds of logic (layout without fill, tap and decap cells) <==
| kind of cell | count (synthesis) | in the layout |
|---|---|---|
| XOR/XNOR | 3 | 3 |
| flip-flops | 8 | 8 |
| adder cells (fa/ha/maj) | 3 | 3 |
| buffers and inverters | 3 | 8 |
| AND/OR/NAND/NOR | 14 | 14 |
| AND-OR/OR-AND | 5 | 5 |
==> through the flow <==
step                      power, mW  std cells  hold WS [ns]  utilization (%)
after floorplan               0.113         36         0.430                -
after global placement        0.117         84         0.463             12.4
after detailed placement      0.117         84         0.461             12.4
after CTS                     0.194         87         0.465             13.1
after global routing          0.204         87         0.510             13.1
final                         0.190         87         0.468             13.1
==> state kept, by name, indices dropped and copies added (netlist names) <==
name       count
btn_o          1
debns_cnt      7
==> cell usage in the layout (no fill, tap or decap), drive strengths merged <==
master	Yosys	final
clkbuf	0	3
ha	3	3
a21boi	1	1
nand4b	1	1
xnor2	3	3
o21ai	2	2
dfxtp	8	8
nor2	3	3
clkdlybuf4s50	0	2
nand3	3	3
or3	2	2
inv	3	3
nand2	2	2
a21oi	1	1
and2	2	2
nor4b	1	1
o31ai	1	1
Power figures rest on the tool's default switching activity, not on a simulated workload.
